### run.sh
#!/bin/bash
# OpenROAD 26Q1-2900-gdf79404cd8, Yosys 0.63+post, stock flow scripts
make -C /OpenROAD-flow-scripts/flow DESIGN_CONFIG=/design/flow/config.mk WORK_HOME=/design/flow/orfs finish
### config.mk
export PLATFORM = sky130hd
export DESIGN_NAME = pe
export DESIGN_NICKNAME = pe
export VERILOG_FILES = /design/flow/design.v
export SDC_FILE = /design/flow/constraint.sdc
export NUM_CORES = 4
export LEC_CHECK = 1
export CORE_UTILIZATION = 40
### constraint.sdc
current_design pe

set clk_period 10.3
set clk_io_pct 0.2

create_clock -name clk0 -period $clk_period [get_ports {clk}]

set non_clock_inputs [all_inputs -no_clocks]
set_input_delay [expr $clk_period * $clk_io_pct] -clock clk0 $non_clock_inputs
set_output_delay [expr $clk_period * $clk_io_pct] -clock clk0 [all_outputs]
### design.v
module fulladder
        (   input a,b,cin,
            output sum,carry
            );
assign sum = a ^ b ^ cin;
assign carry = (a & b) | (cin & b) | (a & cin);
endmodule
module halfadder
        (   input a,b,
            output sum,carry
            );
assign sum = a ^ b;
assign carry = (a & b);
endmodule
module hcp_adder(x,y,op);
input [15:0]x,y;
output [15:0]op;
wire [15:0]s1,c1;
wire [14:1]c2;
halfadder u0(x[0],y[0],s1[0],c1[0]);
fulladder u1(x[1],y[1],c1[0],s1[1],c1[1]);
halfadder u2(x[2],y[2],s1[2],c1[2]);
fulladder u3(x[3],y[3],c1[2],s1[3],c1[3]);
halfadder u4(x[4],y[4],s1[4],c1[4]);
fulladder u5(x[5],y[5],c1[4],s1[5],c1[5]);
halfadder u6(x[6],y[6],s1[6],c1[6]);
fulladder u7(x[7],y[7],c1[6],s1[7],c1[7]);
halfadder u8(x[8],y[8],s1[8],c1[8]);
fulladder u9(x[9],y[9],c1[8],s1[9],c1[9]);
halfadder u10(x[10],y[10],s1[10],c1[10]);
fulladder u11(x[11],y[11],c1[10],s1[11],c1[11]);
halfadder u12(x[12],y[12],s1[12],c1[12]);
fulladder u13(x[13],y[13],c1[12],s1[13],c1[13]);
halfadder u14(x[14],y[14],s1[14],c1[14]);
fulladder u15(x[15],y[15],c1[14],s1[15],c1[15]);
assign op[0]=s1[0];
assign op[1]=s1[1];
halfadder u16(s1[2],c1[1],op[2],c2[1]);
halfadder u17(s1[3],c2[1],op[3],c2[2]);
fulladder u18(s1[4],c1[3],c2[2],op[4],c2[3]);
halfadder u19(s1[5],c2[3],op[5],c2[4]);
fulladder u20(s1[6],c1[5],c2[4],op[6],c2[5]);
halfadder u21(s1[7],c2[5],op[7],c2[6]);
fulladder u22(s1[8],c1[7],c2[6],op[8],c2[7]);
halfadder u23(s1[9],c2[7],op[9],c2[8]);
fulladder u24(s1[10],c1[9],c2[8],op[10],c2[9]);
halfadder u25(s1[11],c2[9],op[11],c2[10]);
fulladder u26(s1[12],c1[11],c2[10],op[12],c2[11]);
halfadder u27(s1[13],c2[11],op[13],c2[12]);
fulladder u28(s1[14],c1[13],c2[12],op[14],c2[13]);
halfadder u29(s1[15],c2[13],op[15],c2[14]);
endmodule
module pe(clk,rst,x,y,pe_op);
input clk,rst;
input [7:0]x,y;
output [15:0]pe_op;
wire [15:0]mul_op;
reg [15:0]acc;
radix_8_booth_sel_mul u0(x,y,mul_op); 
always@(posedge clk)
begin
if(rst)
  acc=16'b0;
else    
  acc=acc+mul_op;
end
assign pe_op=acc;
endmodule
module radix_8_booth_sel_mul(x,y,op);
input [7:0]x,y;
output [15:0]op;
reg [15:0]p1,p2,p3;
wire [4:0]c1,c2,c3; 
wire [15:0]y_v,y2_v,y3_v;
wire [12:0]sum,carry;
function [4:0] cont_line;
input [3:0] x;
reg s,d,t,q,n;
begin
    s=~(x[3]^x[2]) & (x[1]^x[0]);
    d=(x[1]^x[2]) & ~(x[1]^x[0]);
    t=(x[3]^x[2]) & (x[1]^x[0]);
    q=(x[3]^x[2]) & ~(x[1]^x[2]) & ~(x[1]^x[0]);
    n=x[3];
    cont_line={s,d,t,q,n};
end    
endfunction 
assign c1 = cont_line({x[2:0],1'b0});
assign c2 = cont_line(x[5:2]);
assign c3 = cont_line({x[7],x[7:5]});
assign   y_v  = {y[7],y[7],y[7],y[7],y[7],y[7],y[7],y[7],y};
assign   y2_v = {y[7],y[7],y[7],y[7],y[7],y[7],y[7],y[7:0],1'b0};
hcp_adder uh(y_v,y2_v,y3_v);
always@(y,c1,c2,c3,y3_v)
begin      
case(c1[4:1])
    4'b0000:p1=16'b0;
    4'b1000:begin
            if(c1[0]==1'b0) 
                p1={y[7],y[7],y[7],y[7],y[7],y[7],y[7],y[7],y};
            else
                p1=~{y[7],y[7],y[7],y[7],y[7],y[7],y[7],y[7],y} + 1;
            end    
    4'b0100:begin
            if(c1[0]==1'b0) 
                p1={y[7],y[7],y[7],y[7],y[7],y[7],y[7],y,1'b0};
            else
                p1=~{y[7],y[7],y[7],y[7],y[7],y[7],y[7],y,1'b0} + 1;
            end            
    4'b0010:begin
            if(c1[0]==1'b0) 
                p1=y3_v;
            else
                p1=~y3_v + 1;                
            end            
    4'b0001:begin
            if(c1[0]==1'b0) 
                p1={y[7],y[7],y[7],y[7],y[7],y[7],y[7],y,2'b0};
            else
                p1=~{y[7],y[7],y[7],y[7],y[7],y[7],y[7],y,2'b0} + 1;
            end            
endcase
case(c2[4:1])
    4'b0000:p2=16'b0;
    4'b1000:begin
            if(c2[0]==1'b0) 
                p2={y[7],y[7],y[7],y[7],y[7],y[7],y[7],y[7],y};
            else
                p2=~{y[7],y[7],y[7],y[7],y[7],y[7],y[7],y[7],y} + 1;
            end    
    4'b0100:begin
            if(c2[0]==1'b0) 
                p2={y[7],y[7],y[7],y[7],y[7],y[7],y[7],y,1'b0};
            else
                p2=~{y[7],y[7],y[7],y[7],y[7],y[7],y[7],y,1'b0} + 1;
            end            
    4'b0010:begin
            if(c2[0]==1'b0) 
                p2=y3_v;
            else 
                p2=~y3_v + 1;
            end            
    4'b0001:begin
            if(c2[0]==1'b0) 
                p2={y[7],y[7],y[7],y[7],y[7],y[7],y[7],y,2'b0};
            else
                p2=~{y[7],y[7],y[7],y[7],y[7],y[7],y[7],y,2'b0} + 1;
            end            
endcase
case(c3[4:1])
    4'b0000:p3=16'b0;
    4'b1000:begin
            if(c3[0]==1'b0) 
                p3={y[7],y[7],y[7],y[7],y[7],y[7],y[7],y[7],y};
            else
                p3=~{y[7],y[7],y[7],y[7],y[7],y[7],y[7],y[7],y} + 1;
            end    
    4'b0100:begin
            if(c3[0]==1'b0) 
                p3={y[7],y[7],y[7],y[7],y[7],y[7],y[7],y,1'b0};
            else
                p3=~{y[7],y[7],y[7],y[7],y[7],y[7],y[7],y,1'b0} + 1;
            end            
    4'b0010:begin
            if(c3[0]==1'b0) 
                p3=y3_v;
            else
                p3=~y3_v + 1;
            end            
    4'b0001:begin
            if(c3[0]==1'b0) 
                p3={y[7],y[7],y[7],y[7],y[7],y[7],y[7],y,2'b0};
            else
                p3=~{y[7],y[7],y[7],y[7],y[7],y[7],y[7],y,2'b0} + 1;
            end            
endcase
end
halfadder u3(p1[3],p2[0],sum[0],carry[0]);
halfadder u4(p1[4],p2[1],sum[1],carry[1]);
halfadder u5(p1[5],p2[2],sum[2],carry[2]);
fulladder u6(p1[6],p2[3],p3[0],sum[3],carry[3]);
fulladder u7(p1[7],p2[4],p3[1],sum[4],carry[4]);
fulladder u8(p1[8],p2[5],p3[2],sum[5],carry[5]);
fulladder u9(p1[9],p2[6],p3[3],sum[6],carry[6]);
fulladder u10(p1[10],p2[7],p3[4],sum[7],carry[7]);
fulladder u11(p1[11],p2[8],p3[5],sum[8],carry[8]);
fulladder u12(p1[12],p2[9],p3[6],sum[9],carry[9]);
fulladder u13(p1[13],p2[10],p3[7],sum[10],carry[10]);
fulladder u14(p1[14],p2[11],p3[8],sum[11],carry[11]);
fulladder u15(p1[15],p2[12],p3[9],sum[12],carry[12]);
assign op[0]=p1[0];
assign op[1]=p1[1];
assign op[2]=p1[2];
assign op[3]=sum[0];
rd4a u16(sum[2:1],carry[1:0],1'b0,op[5:4],m1);
rd4a u17(sum[4:3],carry[3:2],m1,op[7:6],m2);
rd4a u18(sum[6:5],carry[5:4],m2,op[9:8],m3);
rd4a u19(sum[8:7],carry[7:6],m3,op[11:10],m4);
rd4a u20(sum[10:9],carry[9:8],m4,op[13:12],m5);
rd4a u21(sum[12:11],carry[11:10],m5,op[15:14],m6);
endmodule
module rd4a(a,b,cin,sum,cout);
input   [1:0]a,b;
input    cin;
output  [1:0] sum;
output   cout;
wire w1,w2,w3,w4,w5,w6,w7,w8,w9,w10,w11,w12,w13;
and(w1,a[1],b[1]);
nor(w2,a[1],b[1]);
and(w3,a[0],cin);
and(w4,b[0],cin);
and(w5,a[0],b[0]);
nor(w6,a[0],b[0]);
not(w7,w2);
nor(w8,w6,w2);
and(w9,cin,w8);
and(w10,w7,w5);
nor(w11,w1,w2);
or(w12,w3,w4,w5);
nor(w13,w5,w6);
or(cout,w9,w10,w1);
xor(sum[1],w11,w12);
xor(sum[0],w13,cin);
endmodule
==> flow.log <==
[report] implementation figures
INFO  metric num_antenna_cells = 0
INFO  metric die_height = about 120 microns
INFO  metric leakagePower = around 2.6 nW
INFO  metric synth-seq-cells = 55
INFO  metric drt-vias-per-instance = roughly 5.4
INFO  metric yosys-stat-cells = 673
INFO  metric total_number_of_yosys_warnings = 8
INFO  metric intPower = between 400 and 500 uW
INFO  metric routabilityCongestion = 0.934
INFO  metric postRouteAntennaNets = 0
INFO  metric worst_hold_startpoint = acc[0]$_SDFF_PP0_
INFO  metric ff_latch_area = between 900 and 1000 sq um
INFO  metric chipArea = ~13000 sq um
INFO  metric number_of_top_level_design_ports = 34
INFO  metric openroad.warnings = roughly 47
INFO  metric dpl-instance-area = 5690 sq um
INFO  metric critical_path.reg2reg.endpoint = acc[11]$_SDFF_PP0_
INFO  metric routed_wirelength = 13100 microns
INFO  metric grt_first_pass_wirelength = 21700 microns
INFO  metric cap_viol_max_count = 0
INFO  metric coreArea = 12600 sq um
INFO  metric hold_buffer_count_at_cts = 0
INFO  metric buffer_ports.inserted = 33
INFO  metric wire_length_on_met1 = 6280 microns
INFO  metric timing.clock.skew = roughly 0.0018 ns
INFO  metric unconstrained_endpoints = 39
INFO  metric drt_iter0_drc = 331
INFO  metric hold_viol_final = 0
INFO  metric max_freq = 103 MHz
INFO  metric critical_path_cell_count = 33
INFO  metric cts_inserted_buffers = 3
INFO  metric grt_antenna_before_repair = 0
INFO  metric worst_setup_path_endpoint = acc[15]$_SDFF_PP0_
INFO  metric insertion_delay = around 0.25 ns
INFO  metric powerDensity = ~130 nW/um^2
INFO  metric grt_setup_unrepaired = false
INFO  metric ctsLongestPathBuffers = 2
INFO  metric wl_per_cell = 15.0 microns
INFO  metric cp-startpoint = y[1]
INFO  metric area_delta_synth_final = 11.5%
INFO  metric ff_type = sky130_fd_sc_hd__dlxtn_1
INFO  metric critPathTopFamily = adder cells
INFO  metric postSynth.asyncResetShare = 0%
INFO  metric finalMaxSlewViolations = 0
INFO  metric cts_tree = done
INFO  metric post-route-cell-area = roughly 5800 sq um
INFO  metric switching_power = 349 uW
INFO  metric clk_transition_reported_paths = 0.05 ns
INFO  metric share_seq_of_total_power = 16.2%
INFO  metric number_of_cells_upsized_or_downsized_after_cts = 0
INFO  metric status = finished, final reports clean
INFO  metric comb_area = 3990 sq um
INFO  metric grt_usage = 21.1%
INFO  metric critPathKind = input pin to register
INFO  metric synth.avg_cell_area = 7.70 sq um
INFO  metric clockPowerShare = between 10 and 15%
INFO  metric largest_net_degree_at_the_start_of_global_routing = 50
INFO  metric timing.critical_path.fanout_max = 8
INFO  metric first_pass_iters = 6
INFO  metric routed-wl-met3 = just under 400 microns
INFO  metric cpPeakStageDelay = 0.69 ns
INFO  metric floorplanUtilization = 41.0%
INFO  metric detail_route.drc_violations = 0
INFO  metric crit_path_end_kind = register
INFO  metric start_kind = input pin
INFO  metric postCtsSetupRepairBufs = 0
INFO  metric slowest_stage = sky130_fd_sc_hd__clkdlybuf4s50_1
INFO  metric tns = 0 ns
INFO  metric finish.utilization = 45.8%
INFO  metric synth-edff-count = 0
INFO  metric floorplan.rows = 41
INFO  metric highest_routed_metal_layer = met4
INFO  metric power_frac_comb = 72.6%
INFO  metric slew-limit-headroom = 39.6%
INFO  metric die-width = 116 microns
INFO  metric period_needed = between 9 and 10 ns
INFO  metric finalSetupViolCount = 0
INFO  metric worst_r2r_startpoint = acc[6]$_SDFF_PP0_
INFO  metric timing.reg2reg.setup_slack = 8.11 ns
INFO  metric ys_types = between 70 and 80
INFO  metric final.period_utilization = 94.1%
INFO  metric grt_pass1_vias = 4451
INFO  metric switching_share = 46.0%
INFO  metric post_synth_instance_area = 5180 sq um
INFO  metric number_of_register_pins_that_no_clock_reaches = 39
INFO  metric cp_common_cell = sky130_fd_sc_hd__ha_1
INFO  metric critical_path_required = about 10 ns
INFO  metric total_power = 758 uW
INFO  metric global_route.overflow_total = 0
INFO  metric worstPathArrival = 9.84 ns
INFO  metric drive_above_1_share = 3.28%
INFO  metric critical_path_buf_inv_count = 7
INFO  metric max-vdd-ir-drop = between 70 and 80 uV
INFO  metric r2r_cells = 6
INFO  metric num_vias = 4698
INFO  metric yosysChipArea = between 5000 and 6000 sq um
INFO  metric routed_wl_met2 = 6130 microns
INFO  metric pin_slew_with_the_least_headroom_to_its_limit = 0.903 ns
INFO  metric clk_root_buf = sky130_fd_sc_hd__clkbuf_16
INFO  metric cts_max_level = 1
INFO  metric synth_cells = 673
INFO  metric holdCritPathClass = register to register
INFO  metric nFillCells = 1272
INFO  metric hpwl = 10800 microns
## per-stage QoR
step,hold slack [ns],worst slack [ns],cells
2_1_floorplan,0.536,1.58,695
3_3_place_gp,0.585,0.390,869
3_5_place_dp,0.605,0.318,869
4_1_cts,0.617,0.593,873
5_1_grt,0.646,0.0792,873
6_report,0.601,0.603,873
## how the worst min path moves through the flow
stage / to / depth (start not counted)
final: acc[0]$_SDFF_PP0_ / 2
after global routing: acc[0]$_SDFF_PP0_ / 2
after CTS: acc[0]$_SDFF_PP0_ / 2
## power by group through the flow
stage | sequential (mW) | combinational [mW] | clock, mW
5_1_grt | 0.126 | 0.626 | 0.0895
6_report | 0.123 | 0.550 | 0.0850
4_1_cts | 0.123 | 0.549 | 0.0860
## cell families after synthesis
group                    synth area share [%]
multiplexers                             2.27
AND/OR/NAND/NOR                          20.2
other                                  0.0724
buffers and inverters                    7.00
adder cells (fa/ha/maj)                  21.3
latches                                  11.3
flip-flops                               6.18
XOR/XNOR                                 9.64
AND-OR/OR-AND                            22.0
## tightest hold or removal path, cell delays in order (launching register included)
cell and delay [ns]:
sky130_fd_sc_hd__dfxtp_1 0.33, sky130_fd_sc_hd__ha_1 0.13, sky130_fd_sc_hd__nor2b_1 0.11
## cell type report
class	count	area share, %
Clock buffer	4	1.54
Inverter	57	3.70
Multi-Input combinational cell	548	69.1
Sequential cell	55	15.7
Tap cell	172	3.72
Timing Repair Buffer	37	6.24
## layer usage
metal,vias up,global-route usage (%)
li1,2394,-
met1,2153,29.7
met2,128,36.2
met3,23,0.746
met4,0,5.30
met5,-,0
## synthesized netlist by cell type, types with 3 or more instances
master	count	area (sq um)
sky130_fd_sc_hd__dlxtn_1	39	586
sky130_fd_sc_hd__mux2_2	6	67.6
sky130_fd_sc_hd__and2_1	6	37.5
sky130_fd_sc_hd__o21a_1	8	60.1
sky130_fd_sc_hd__mux2i_1	5	50.1
sky130_fd_sc_hd__nand2_1	76	285
sky130_fd_sc_hd__nor2_1	42	158
sky130_fd_sc_hd__ha_1	61	763
sky130_fd_sc_hd__buf_2	5	25.0
sky130_fd_sc_hd__dfxtp_1	16	320
sky130_fd_sc_hd__xnor2_1	32	280
sky130_fd_sc_hd__nor3b_1	4	30.0
sky130_fd_sc_hd__a222oi_1	5	50.1
sky130_fd_sc_hd__clkbuf_1	24	90.1
sky130_fd_sc_hd__nand3b_1	4	30.0
sky130_fd_sc_hd__nand2b_1	10	62.6
sky130_fd_sc_hd__o221ai_1	5	43.8
sky130_fd_sc_hd__nor2b_1	13	81.3
sky130_fd_sc_hd__o22ai_1	7	43.8
sky130_fd_sc_hd__a31oi_1	11	68.8
sky130_fd_sc_hd__nor3_1	14	70.1
sky130_fd_sc_hd__a22oi_1	6	45.0
sky130_fd_sc_hd__o211ai_1	4	30.0
sky130_fd_sc_hd__nand3_1	14	70.1
sky130_fd_sc_hd__inv_1	57	214
sky130_fd_sc_hd__fa_1	17	340
sky130_fd_sc_hd__a21oi_1	36	180
sky130_fd_sc_hd__o21ai_0	35	175
sky130_fd_sc_hd__a2bb2oi_1	3	26.3
sky130_fd_sc_hd__a21o_1	8	60.1
sky130_fd_sc_hd__a221oi_1	5	43.8
sky130_fd_sc_hd__a211oi_1	5	37.5
sky130_fd_sc_hd__or3_1	5	31.3
sky130_fd_sc_hd__buf_1	4	15.0
sky130_fd_sc_hd__o31a_1	3	26.3
sky130_fd_sc_hd__nand4_1	4	25.0
sky130_fd_sc_hd__o2111ai_1	4	35.0
sky130_fd_sc_hd__xor2_1	25	219
sky130_fd_sc_hd__o311ai_0	4	35.0
## sequential cells by signal (all words and copies together) (netlist names)
signal / cells
u0.p2: 13
u0.p3: 10
u0.p1: 16
acc: 16
## layout by cell type (no fill, tap or decap), drive strengths merged, types with 6 or more instances in the layout
cell,count
xor2,25
o21a,8
xnor2,32
nand3,14
a22oi,6
fa,17
and2,7
clkdlybuf4s50,33
conb,23
nor3,14
dfxtp,16
a21oi,36
dlxtn,39
nand2b,10
ha,61
nor2,42
o21ai,35
nor2b,13
o22ai,7
inv,57
nand2,76
mux2,6
a31oi,11
a21o,8
Power is estimated from default activity; no workload was simulated.
